File: flow/config.mk
export PLATFORM = sky130hd
export DESIGN_NAME = FGPIO
export DESIGN_NICKNAME = FGPIO
export VERILOG_FILES = /design/flow/design.v
export SDC_FILE = /design/flow/constraint.sdc
export NUM_CORES = 4
export LEC_CHECK = 1
export CORE_UTILIZATION = 40
export SYNTH_HDL_FRONTEND = slang
File: flow/constraint.sdc
current_design FGPIO

set clk_period 12.7
set clk_io_pct 0.2

create_clock -name clk0 -period $clk_period [get_ports {clk_neg_i}]

set non_clock_inputs [all_inputs -no_clocks]
set_input_delay [expr $clk_period * $clk_io_pct] -clock clk0 $non_clock_inputs
set_output_delay [expr $clk_period * $clk_io_pct] -clock clk0 [all_outputs]
File: flow/design.v
package DRCP_PKG;
    localparam EEI_RS_MAX   = 32;
    localparam EEI_RD_MAX   = 32;
    localparam FGPIO_NUM    = 32;
    localparam ITCM_BASE      = 32'h10000;
    localparam ITCM_END       = 32'h1ffff;
    localparam DM_HALT        = 32'h00800;
    localparam DM_EXCEPTION   = DM_HALT + 32'h8;
    localparam L1RAM_BASE     = 32'h0009_0000;
    localparam L1RAM_END      = 32'h0009_ffff;
    localparam L2RAM_BASE     = 32'd0010_0000;
    localparam L2RAM_END      = 32'h0017_ffff;
    localparam IO_RANGE_BASE  = 32'd0080_0000;
    localparam IO_RANGE_END   = 32'h0700_7fff;
    localparam ITCM_SIZE      = (ITCM_END-ITCM_BASE+1);
    localparam L1RAM_SIZE     = (L1RAM_END-L1RAM_BASE+1);
    localparam CSR_MVENDORID    = 12'hF11;
    localparam CSR_MARCHID      = 12'hF12;
    localparam CSR_MIMPID       = 12'hF13;
    localparam CSR_MHARTID      = 12'hF14;
    localparam CSR_MSTATUS      = 12'h300;
    localparam CSR_MISA         = 12'h301;
    localparam CSR_MIE          = 12'h304;
    localparam CSR_MTVEC        = 12'h305;
    localparam CSR_MSCRATCH     = 12'h340;
    localparam CSR_MEPC         = 12'h341;
    localparam CSR_MCAUSE       = 12'h342;
    localparam CSR_MTVAL        = 12'h343;
    localparam CSR_MIP          = 12'h344;
    localparam CSR_MCYCLE       = 12'hb00;
    localparam CSR_MCYCLEH      = 12'hb80;
    localparam CSR_MINSTRET     = 12'hb02;
    localparam CSR_MINSTRETH    = 12'hb82;
    localparam CSR_DCSR         = 12'h7b0;
    localparam CSR_DPC          = 12'h7b1;
    localparam CSR_DSCRATCH0    = 12'h7b2;
    localparam CSR_DSCRATCH1    = 12'h7b3;
    localparam CSR_DSCRATCH2    = 12'h7b4;
    localparam BIT_MSI          = 3;
    localparam BIT_MTI          = 7;
    localparam BIT_MEI          = 11;
    typedef struct packed {
        logic           req;
        logic [31:0]    addr;
    } inst_req_t;
    typedef struct packed {
        logic           ack;
        logic           error;
        logic [31:0]    data;
    } inst_ack_t;
endpackage
module FGPIO(
     input  logic                               clk_neg_i
    ,input  logic                               rst_ni
    ,input  logic                               fgpio_req     
    ,input  logic [6:0]                         fgpio_funct7  
    ,input  logic [31:0]                        fgpio_rs1_val 
    ,input  logic [31:0]                        fgpio_rs2_val 
    ,output logic                               fgpio_ack     
    ,output logic                               fgpio_error   
    ,output logic [31:0]                        fgpio_rd_val  
    ,output logic [DRCP_PKG::FGPIO_NUM-1:0]     gpio_dir     
    ,input  logic [DRCP_PKG::FGPIO_NUM-1:0]     gpio_in_val  
    ,output logic [DRCP_PKG::FGPIO_NUM-1:0]     gpio_out_val 
);
    localparam int unsigned RSV_BIT = 32 - DRCP_PKG::FGPIO_NUM;
    logic [DRCP_PKG::FGPIO_NUM-1:0]       gpio_dir_1d;
    logic [DRCP_PKG::FGPIO_NUM-1:0]       gpio_out_val_1d;
    assign fgpio_ack = fgpio_req;
    always_comb begin
        gpio_dir     = gpio_dir_1d;
        gpio_out_val = gpio_out_val_1d;
        fgpio_rd_val = 32'd0;
        fgpio_error  = fgpio_req;
        if ( fgpio_req && fgpio_funct7 == 7'b0000000 ) begin
            gpio_dir     = { {RSV_BIT{1'b0}}, {DRCP_PKG::FGPIO_NUM{1'b0}} };
            fgpio_rd_val = { {RSV_BIT{1'b0}}, gpio_in_val};
            fgpio_error  = 1'b0;
        end
        else if ( fgpio_req && fgpio_funct7 == 7'b0000001 ) begin
            gpio_dir     = { {RSV_BIT{1'b0}}, {DRCP_PKG::FGPIO_NUM{1'b0}} };
            fgpio_rd_val = { {30{1'b0}}, gpio_in_val[ fgpio_rs1_val[$clog2(DRCP_PKG::FGPIO_NUM)-1:0] ]};
            fgpio_error  = 1'b0;
        end
        else if ( fgpio_req && fgpio_funct7 == 7'b1000000 ) begin
            gpio_dir     = { {RSV_BIT{1'b0}}, {DRCP_PKG::FGPIO_NUM{1'b1}} };
            gpio_out_val = fgpio_rs1_val[DRCP_PKG::FGPIO_NUM-1:0];
            fgpio_error  = 1'b0;
        end
        else if ( fgpio_req && fgpio_funct7 == 7'b1000001 ) begin
            gpio_dir     = { {RSV_BIT{1'b0}}, {DRCP_PKG::FGPIO_NUM{1'b1}} };
            gpio_out_val = fgpio_rs1_val[DRCP_PKG::FGPIO_NUM-1:0] & fgpio_rs2_val[DRCP_PKG::FGPIO_NUM-1:0];
            fgpio_error  = 1'b0;
        end
    end
    always_ff @(posedge clk_neg_i, negedge rst_ni) begin
        if(~rst_ni) begin
            gpio_dir_1d     <= {DRCP_PKG::FGPIO_NUM{1'b0}};
            gpio_out_val_1d <= {DRCP_PKG::FGPIO_NUM{1'b0}};
        end
        else if ( fgpio_req ) begin
            gpio_dir_1d     <= gpio_dir;
            gpio_out_val_1d <= gpio_out_val;
        end
    end
endmodule
File: flow/run.sh
#!/bin/bash
# OpenROAD 26Q1-2900-gdf79404cd8, Yosys 0.63+post, stock flow scripts
make -C /OpenROAD-flow-scripts/flow DESIGN_CONFIG=/design/flow/config.mk WORK_HOME=/design/flow/orfs finish
==> results.md <==
| Result | This run | Unit |
|---|---|---|
| Transition at the pin with the smallest max-transition slack | 0.868 | ns |
| Post-route core utilization | 70.6 | % |
| Slowest library cell on the worst path | sky130_fd_sc_hd__nor3_4 | - |
| Init Core Util | 41.9 | % |
| Number of buffers added by the clock tree synthesis step | 9 | - |
| Sinks on the clock net | 64 | - |
| Count of H-tree levels built during CTS | 3 | - |
| Worst setup startpoint | fgpio_funct7[3] | - |
| Antenna-violating nets left | 0 | - |
| Worst skew pair latency | 0.33 | ns |
| First-pass GRT wire length | 15100 | µm |
| Leakage | 2.60 | nW |
| Count of hold buffers inserted by post-cts repair | 0 | - |
| Die y size | 92.7 | µm |
| Portion of the clock cycle consumed by the worst path in the final layout | 62.6 | % |
| Internal power | 442 | µW |
| Fmax achieved | 126 | MHz |
| Initial antenna violation count | 0 | - |
| Total of buffers placed on input and output ports | 203 | - |
| Number of warnings issued by yosys | 0 | - |
| Area share of the leading cell type in the synthesized netlist | 48.7 | % |
| Highest fanout seen on the critical path | 34 | - |
| Aggregate routed wire length | 9550 | µm |
| Min Clock Period, post-route | 7.96 | ns |
| Most frequent cells after synthesis | sky130_fd_sc_hd__nand2_1, sky130_fd_sc_hd__o21ai_0, sky130_fd_sc_hd__dfrtp_1 | - |
| Fraction of final layout cells with drive strength greater than 1 | 4.98 | % |
| Setup total negative slack | 0 | ns |
| Gpl congestion | 0.803 | - |
| Fin cells | 684 | - |
| Flop and latch count out of synthesis | 64 | - |
| Cell area leaders | sky130_fd_sc_hd__dfrtp_1, sky130_fd_sc_hd__nand2_1, sky130_fd_sc_hd__o21ai_0 | - |
| Mapped Cells | 392 | - |
| Setup repair after global routing missed its margin | no | - |
| Number of inserted diodes | 0 | - |
| Unique cell types | 30 | - |
| Critical path type | in2out | - |
| Setup fix buffers added after clock tree synthesis | 0 | - |
| PD cells | 105 | nW/µm² |
| Post-CTS clock slew at the launch and capture registers of the worst setup and hold paths | 0.07 | ns |
| Required time of the worst setup path | 10.16 | ns |
| Number of enable flip-flop cells | 0 | - |
| Number of cell instances on the worst register-to-register path | 2 | - |
| Cell count after placement | 668 | - |
| Number of global-route vias before repair | 3125 | - |
| Post-synthesis instance area | 3290 | µm² |
| Clk root buf | sky130_fd_sc_hd__clkbuf_8 | - |
| Delay of the slowest cell on the worst path | 0.77 | ns |
| Sequential fraction of design power | 41.4 | % |
| Clock tree from TritonCTS | yes | - |
| Slew Viols, Final | 0 | - |
| Overflow left after global routing | 0 | - |
| Most common cell type on the critical path | sky130_fd_sc_hd__clkdlybuf4s50_1 | - |
| Start point of the worst min-delay path | gpio_dir_1d[17] | - |
| Relative slew margins | 42.0 | % |
| Total count of hold-check failures in the final report | 0 | - |
| Portion of total power attributed to the clock network | 32.4 | % |
| Primary FF master, synth | sky130_fd_sc_hd__dfrtp_1 | - |
| Global-route total usage across every layer | 23.1 | % |
| Maximum resistive drop on vdd | 90.0 | µV |
| Filler cells | 601 | - |
| Detailed-route via count | 3348 | - |
| Synth Seq Share | 48.7 | % |
| Number of cells in Yosys stat | 392 | - |
| Tool warning count | 26 | - |
| Final HPWL DP | 7070 | µm |
| Site row count | 32 | - |
| Critical path startpoint category | input pin | - |
| CP cell instances | clkdlybuf4s50_1 -> nor4_4 -> nand2_2 -> nor3_4 -> a22o_1 -> clkdlybuf4s50_1 | - |
| Overall power | 580 | µW |
| Placeable core region | 7850 | µm² |
| Vias per cell | 4.89 | - |
| Async set-or-reset flop fraction in the synthesized netlist | 100 | % |
| Count of pins on the block boundary | 204 | - |
| Post-detailed-route wirelength per cell | 14.0 | µm |
| Layout overhead on the synthesized area | 68.4 | % |
| Die outline area | 8590 | µm² |
| Die width | 92.7 | µm |
| Worst Path Arrival | 5.42 | ns |
| Library cell with the highest instance count after synthesis | sky130_fd_sc_hd__nand2_1 | - |
| Switching power share of the total | 23.9 | % |
| Type of destination of the critical path | output pin | - |
| Deepest clock path buffer count | 2 | - |
| Iteration count of the initial detailed-routing pass | 4 | - |
| Hold path cells | 2 | - |
| Detailed Route Iter0 Violations | 141 | - |
| Avg Synthesized Cell Area | 8.39 | µm² |
| Crit Reg-Reg Startpoint | gpio_out_val_1d[15] | - |
| Largest clock skew in the final design | 0 | ns |
| Result of the run | complete, no violations | - |
| YS chip area | 3290 | µm² |
| Maximum number of pins on one net before global-route repair | 92 | - |
| Library cell with the largest summed area after synthesis | sky130_fd_sc_hd__dfrtp_1 | - |
| Part of the power in combinational logic | 26.3 | % |
| Net load switching power | 138 | µW |
| Count of endpoints failing setup in the final report | 0 | - |
| DRC violation count after routing | 0 | - |
| Reported max-cap violation count | 0 | - |
| CTS-repair resized insts | 0 | - |
| Type of the tightest min-delay check | reg2reg | - |
==> sequential cells by signal, indices dropped and copies added, names as in the netlist <==
| register | count |
|---|---|
| gpio_dir_1d | 32 |
| gpio_out_val_1d | 32 |
==> worst paths after layout <==
path / endpoint / slack (ns)
setup / recovery: fgpio_rd_val[0] / 4.74
hold / removal: gpio_dir_1d[17] / 0.47
setup reg to reg: gpio_out_val_1d[15] / 12.00
hold reg to reg: gpio_dir_1d[17] / 0.47
max in group asynchronous: gpio_out_val_1d[3] / 9.81
min in group asynchronous: gpio_out_val_1d[21] / 2.37
==> logic make-up (layout without fill, tap and decap cells) <==
group	Yosys count	count (layout)	synth area share, %
buffers and inverters	34	224	4.75
and+or+nand+nor	174	174	24.0
AOI/OAI and AO/OA	106	106	17.1
muxes	14	14	5.48
DFF	64	64	48.7
==> per-stage QoR <==
stage | area, µm² | hold WS (ns) | setup slack [ns]
finish | 5540 | 0.469 | 4.74
global route | 5540 | 0.491 | 4.45
CTS | 5540 | 0.475 | 4.72
detailed placement | 5320 | 0.457 | 4.72
global placement | 5320 | 0.453 | 4.76
floorplan | 3290 | 0.439 | 6.57
==> power groups by stage <==
| stage | combinational (mW) | sequential [mW] | clock, mW |
|---|---|---|---|
| CTS | 0.155 | 0.240 | 0.193 |
| global route | 0.170 | 0.243 | 0.201 |
| finish | 0.153 | 0.240 | 0.188 |
==> critical path: cells and delay by family <==
family,cells,cell delay (ns)
AND/OR/NAND/NOR,3,1.66
AND-OR/OR-AND,1,0.28
buffers and inverters,2,0.91
==> area by class of cell <==
type / instances / area (µm²) / share of cell area (%)
Clock buffer: 9 / 124 / 2.23
Tap cell: 102 / 128 / 2.30
Inverter: 3 / 11.3 / 0.203
Sequential cell: 64 / 1600 / 28.9
Timing Repair Buffer: 205 / 2040 / 36.8
Clock inverter: 7 / 96.3 / 1.74
Multi-Input combinational cell: 294 / 1540 / 27.8
==> layer usage <==
metal	vias to the layer above	part of all wire, %	track usage [%]
li1	1679	-	-
met4	0	2.0	4.36
met2	123	49	38.1
met5	-	0	0
met1	1532	42	32.7
met3	14	7.1	5.26
==> cell usage in the layout, fill, tap and decap left out, types with 2 or more instances in the layout <==
master,count
sky130_fd_sc_hd__inv_1,3
sky130_fd_sc_hd__clkbuf_8,9
sky130_fd_sc_hd__nand2_1,131
sky130_fd_sc_hd__dfrtp_1,64
sky130_fd_sc_hd__mux2i_1,9
sky130_fd_sc_hd__buf_4,2
sky130_fd_sc_hd__nor2b_1,2
sky130_fd_sc_hd__a2bb2oi_1,2
sky130_fd_sc_hd__nand4_1,2
sky130_fd_sc_hd__clkinvlp_4,3
sky130_fd_sc_hd__o21ai_0,96
sky130_fd_sc_hd__mux2_2,2
sky130_fd_sc_hd__and2_1,31
sky130_fd_sc_hd__clkdlybuf4s50_1,202
sky130_fd_sc_hd__mux4_2,3
sky130_fd_sc_hd__o211ai_1,2
sky130_fd_sc_hd__a21boi_0,2
sky130_fd_sc_hd__bufinv_16,2
Power is estimated from default activity; no workload was simulated.
