`flow/config.mk`:
```
export PLATFORM = sky130hd
export DESIGN_NAME = INST_ITF_DEMUX
export DESIGN_NICKNAME = INST_ITF_DEMUX
export VERILOG_FILES = /design/flow/design.v
export SDC_FILE = /design/flow/constraint.sdc
export NUM_CORES = 4
export LEC_CHECK = 1
export CORE_AREA = 10 10 137 137
export DIE_AREA = 0 0 147 147
export SYNTH_HDL_FRONTEND = slang
```
`flow/constraint.sdc`:
```
current_design INST_ITF_DEMUX

set clk_period 7.7
set clk_io_pct 0.2

create_clock -name clk0 -period $clk_period [get_ports {clk_i}]
create_clock -name clk1 -period $clk_period [get_ports {clk_neg_i}]

set non_clock_inputs [all_inputs -no_clocks]
set_input_delay [expr $clk_period * $clk_io_pct] -clock clk0 $non_clock_inputs
set_output_delay [expr $clk_period * $clk_io_pct] -clock clk0 [all_outputs]
```
`flow/design.v`:
```
package DRCP_PKG;
    localparam EEI_RS_MAX   = 32;
    localparam EEI_RD_MAX   = 32;
    localparam FGPIO_NUM    = 32;
    localparam ITCM_BASE      = 32'h10000;
    localparam ITCM_END       = 32'h1ffff;
    localparam DM_HALT        = 32'h00800;
    localparam DM_EXCEPTION   = DM_HALT + 32'h8;
    localparam L1RAM_BASE     = 32'h0009_0000;
    localparam L1RAM_END      = 32'h0009_ffff;
    localparam L2RAM_BASE     = 32'd0010_0000;
    localparam L2RAM_END      = 32'h0017_ffff;
    localparam IO_RANGE_BASE  = 32'd0080_0000;
    localparam IO_RANGE_END   = 32'h0700_7fff;
    localparam ITCM_SIZE      = (ITCM_END-ITCM_BASE+1);
    localparam L1RAM_SIZE     = (L1RAM_END-L1RAM_BASE+1);
    localparam CSR_MVENDORID    = 12'hF11;
    localparam CSR_MARCHID      = 12'hF12;
    localparam CSR_MIMPID       = 12'hF13;
    localparam CSR_MHARTID      = 12'hF14;
    localparam CSR_MSTATUS      = 12'h300;
    localparam CSR_MISA         = 12'h301;
    localparam CSR_MIE          = 12'h304;
    localparam CSR_MTVEC        = 12'h305;
    localparam CSR_MSCRATCH     = 12'h340;
    localparam CSR_MEPC         = 12'h341;
    localparam CSR_MCAUSE       = 12'h342;
    localparam CSR_MTVAL        = 12'h343;
    localparam CSR_MIP          = 12'h344;
    localparam CSR_MCYCLE       = 12'hb00;
    localparam CSR_MCYCLEH      = 12'hb80;
    localparam CSR_MINSTRET     = 12'hb02;
    localparam CSR_MINSTRETH    = 12'hb82;
    localparam CSR_DCSR         = 12'h7b0;
    localparam CSR_DPC          = 12'h7b1;
    localparam CSR_DSCRATCH0    = 12'h7b2;
    localparam CSR_DSCRATCH1    = 12'h7b3;
    localparam CSR_DSCRATCH2    = 12'h7b4;
    localparam BIT_MSI          = 3;
    localparam BIT_MTI          = 7;
    localparam BIT_MEI          = 11;
    typedef struct packed {
        logic           req;
        logic [31:0]    addr;
    } inst_req_t;
    typedef struct packed {
        logic           ack;
        logic           error;
        logic [31:0]    data;
    } inst_ack_t;
endpackage
module INST_ITF_DEMUX #(
    parameter int unsigned      ITCM_BASE       = 32'h10000,
    parameter int unsigned      ITCM_END        = 32'h1ffff,
    parameter int unsigned      OUTER_IRAM_BASE = 32'h0,
    parameter int unsigned      OUTER_IRAM_END  = 32'h0fff
)(
     input  logic                        clk_i
    ,input  logic                        rst_ni
    ,input  logic                        clk_neg_i
    ,input  logic                        rst_neg_ni
    ,input  logic                        inst_core_req_i       
    ,input  logic [31:0]                 inst_core_addr_i      
    ,output logic                        inst_core_error_o     
    ,output logic                        inst_core_ack_o      
    ,output logic [31:0]                 inst_core_data_o    
    ,output logic                        inst_neg_req_o       
    ,output logic [31:0]                 inst_neg_addr_o      
    ,input  logic                        inst_neg_error_i     
    ,input  logic                        inst_neg_ack_i      
    ,input  logic [31:0]                 inst_neg_data_i    
    ,output logic                        inst_pos_req_o       
    ,output logic [31:0]                 inst_pos_addr_o      
    ,input  logic                        inst_pos_error_i     
    ,input  logic                        inst_pos_ack_i      
    ,input  logic [31:0]                 inst_pos_data_i    
);
    logic        inst_pos_ack_toneg;
    logic [31:0] inst_pos_data_toneg;
    logic [31:0] inst_pos_error_toneg;
    logic [31:0] inst_core_addr_topos;
    always_comb begin
        if ( (inst_core_addr_i>=ITCM_BASE) && (inst_core_addr_i<=ITCM_END) )
            inst_neg_req_o = inst_core_req_i;
        else
            inst_neg_req_o = 1'b0;
    end
    always @(posedge clk_i or negedge rst_ni) begin
    	if(~rst_ni) 
            inst_pos_req_o <= 1'b0;
        else if ( inst_pos_ack_i )
            inst_pos_req_o <= 1'b0;
        else if ( inst_core_req_i & ((inst_core_addr_i>=OUTER_IRAM_BASE)&&(inst_core_addr_i<=OUTER_IRAM_END)) )
            inst_pos_req_o <= 1'b1;
        else
            inst_pos_req_o <= 1'b0;
    end
    assign inst_neg_addr_o = inst_core_addr_i;
    always @(posedge clk_i or negedge rst_ni) begin
    	if(~rst_ni) 
            inst_core_addr_topos <= 32'd0;
        else
            inst_core_addr_topos <= inst_core_addr_i;
    end
    assign inst_pos_addr_o = inst_core_addr_topos;
    always @(posedge clk_neg_i or negedge rst_neg_ni) begin
    	if(~rst_neg_ni) begin
            inst_pos_ack_toneg   <= 1'b0;
            inst_pos_data_toneg  <= 32'd0;
            inst_pos_error_toneg <= 1'b0;
        end
        else begin
            inst_pos_ack_toneg   <= inst_pos_ack_i;
            inst_pos_data_toneg  <= inst_pos_data_i;
            inst_pos_error_toneg <= inst_pos_error_i;
        end
    end
    always_comb begin
        if ( inst_core_req_i & ((inst_core_addr_i>=OUTER_IRAM_BASE)&&(inst_core_addr_i<=OUTER_IRAM_END)) ) begin
            inst_core_ack_o   = inst_pos_ack_toneg;
            inst_core_data_o  = inst_pos_data_toneg;
            inst_core_error_o = inst_pos_error_toneg;
        end
        else begin
            inst_core_ack_o   = inst_neg_ack_i;
            inst_core_data_o  = inst_neg_data_i;
            inst_core_error_o = inst_neg_error_i;
        end
    end
endmodule
```
`flow/run.sh`:
```
#!/bin/bash
# OpenROAD 26Q1-2900-gdf79404cd8, Yosys 0.63+post, stock flow scripts
make -C /OpenROAD-flow-scripts/flow DESIGN_CONFIG=/design/flow/config.mk WORK_HOME=/design/flow/orfs finish
```
==> reports/metrics.cfg <==
[critical_path]
worst_setup_path_end_kind=primary output
path_delay_family=simple AND/OR/NAND/NOR gates
crit_chain=clkdlybuf4s50_1 > nor4_1 > nand4_1 > or3_2 > buf_4 > mux2_4 > clkdlybuf4s50_1
cp_max_fo=35
arrival_ns=4.31
crit_type=input pin to primary output
required_ns=6.16
cp_slowest_cell=nor4_1
slowest_delay_ns=0.52
crit_buf_inv=3
critPathLaunchType=input pin
path_common_cell=clkdlybuf4s50_1

[cts]
post_cts_resized=0
cts_setup_buffers=0
clk_pin_slew_ns=0.05
clock_sinks=67
tritoncts=built
cts_hold_buffers=0

[global_routing]
grt_pass1_wl_um=13500
grt_pass1_vias=2089
grt_use_total=0.0818
grt_max_degree=36
antenna_found_initial=0
overflow=0

[layout]
seq_area_mm2=0.00168
stdcell_count=546
drive_above_1_share=0.158
nFillCells=1549
area_delta_synth_final_pct=91.3
logic_area_um2=548

[yosys]
yosys_area_mm2=0.00254
ys_warn_count=0
numSynthFlops=67
syn_inst=147
synth.distinct_cells=13
postSynthSeqShare=0.660
syn_avg_cell_area_um2=17.3
syn-cell-area_mm2=0.00254
ys_cells=147

[flow_run]
drv_cap=0
warning_count=26

[detailed_routing]
route.vias.total=1801
drt_iter0_drc=19
diodes=0
wire_per_inst_um=16.5
drt_wl_total_um=8990
ant_nets=0
drc=0
viasPerCell=3.30
first_pass_iters=3

[floorplanning]
dieWidth_um=147
coreArea_mm2=0.0158
row_count=46
die-area_mm2=0.0216
pin_count=205
chipHeight_um=147
fp_util=0.160

[final_timing]
rsz0062_at_grt=no
drv_slew=0
maxSlewHeadroom=0.494
setup_violations=0
setup_tns_ns=0
worst_pin_slew_ns=0.759
hold_violations=0

[place]
gp_congestion=0.778
portBuffers=203
hpwl_um=7660
dp.cells=532

[power_and_ir_drop]
ir_drop_mv=0.0774
p_leak_nw=2.05
p_per_area_mw_per_mm2=190

[status]
status=completed

[hold_path]
hp-class=input pin to asynchronous set/reset pin

## kinds of logic after synthesis
| group | synth area share |
|---|---|
| buffers and inverters | 0.124 |
| DFF | 0.660 |
| muxes | 0.194 |
| and+or+nand+nor | 0.0217 |
## synthesized netlist by cell type, drive strengths merged
| cell type | instances | share of area |
|---|---|---|
| nor4b | 1 | 0.0035 |
| nand4 | 1 | 0.0025 |
| or3 | 1 | 0.0025 |
| nor4 | 3 | 0.0074 |
| buf | 36 | 0.12 |
| inv | 1 | 0.0015 |
| nor2 | 2 | 0.0030 |
| mux2 | 34 | 0.19 |
| or4 | 1 | 0.0030 |
| dfrtp | 67 | 0.66 |
## power by group
| group | leakage, nW | internal, W | switching, W |
|---|---|---|---|
| clock | 0.152 | 0.000286 | 0.000136 |
| combinational | 1.12 | 0.0000989 | 0.0000278 |
| sequential | 0.783 | 0.000370 | 0.00000439 |
## layout by cell type, fill, tap and decap left out, drive strengths merged
master / instances
nor4b: 1
or4: 1
clkdlybuf4s50: 202
mux2: 34
buf: 3
clkinvlp: 1
clkbuf: 12
nor4: 3
or3: 1
dfrtp: 67
nor2: 2
inv: 1
bufinv: 1
nand4: 1
## cell type report
class,count,share of cell area
clock buffers,12,0.0572
clock inverters,2,0.00773
inverters,1,0.000773
multi-input cells,43,0.113
flip-flops and latches,67,0.345
well taps,216,0.0557
repair buffers,205,0.421
## routing by layer
layer | vias to the layer above | global-route usage | part of all wire
met4 | 0 | 0.0119 | 0.015
met5 | - | 0 | 0
met3 | 11 | 0.0334 | 0.086
met1 | 876 | 0.0927 | 0.37
li1 | 822 | - | -
met2 | 92 | 0.144 | 0.53
## flip-flops by register name, summed over array words and instances, names as in the netlist
register,count
inst_pos_data_toneg,32
inst_pos_addr_o,32
inst_pos_error_toneg,1
inst_pos_req_o,1
inst_pos_ack_toneg,1
## worst paths after layout
kind                                 startpoint                       to  slack [ns]  cells past startpoint
max in group asynchronous                rst_ni       inst_pos_addr_o[5]        5.72                      2
max                        inst_core_addr_i[31]     inst_core_data_o[21]        1.85                      7
min                                  rst_neg_ni  inst_pos_data_toneg[24]        1.34                      1
min in group clk0           inst_core_addr_i[3]       inst_pos_addr_o[3]        1.73                      1
min in group clk1           inst_pos_data_i[24]  inst_pos_data_toneg[24]        1.70                      1
max in group clk1                inst_pos_ack_i       inst_pos_ack_toneg        5.86                      1
## metrics by stage
step,cell area [µm²],worst slack [ns],power (W),util,hold WS [ns]
CTS,4860,1.74,0.000941,0.307,1.36
global route,4860,1.69,0.000966,0.307,1.40
finish,4860,1.85,0.000923,0.307,1.34
detailed placement,4540,1.75,0.000510,0.287,1.66
floorplan,2540,3.23,0.000399,-,1.24
global placement,4540,1.76,0.000510,0.287,1.65
Power and IR drop assume default switching activity.
